==> ./design.v <==
module moveRegister(
        input CP,
        input CR_,
        input [1:0] S,
        input Sr,
        input Sl,
        input [7:0] D,
        output reg [7:0]Q
    );
    always @(posedge CP or negedge CR_) begin
        if( !CR_ )begin
            Q <= 8'b00000000;
        end
        else begin
            case (S)
                2'b00: begin
                    Q<=Q;
                end
                2'b01: begin
                    Q[6:0]<=Q[7:1];
                    Q[7]<=Sr;
                end
                2'b10: begin
                    Q[7:1]<=Q[6:0];
                    Q[0]<=Sl;
                end
                2'b11: begin
                    Q<=D;
                end
            endcase
        end
    end
endmodule
==> ./run.sh <==
#!/bin/bash
# OpenROAD 26Q1-2900-gdf79404cd8, Yosys 0.63+post, stock flow scripts
make -C /OpenROAD-flow-scripts/flow DESIGN_CONFIG=/design/flow/config.mk WORK_HOME=/design/flow/orfs finish
==> ./config.mk <==
export PLATFORM = sky130hd
export DESIGN_NAME = moveRegister
export DESIGN_NICKNAME = moveRegister
export VERILOG_FILES = /design/flow/design.v
export SDC_FILE = /design/flow/constraint.sdc
export NUM_CORES = 4
export LEC_CHECK = 1
export CORE_AREA = 10 10 74 74
export DIE_AREA = 0 0 84 84
==> ./constraint.sdc <==
current_design moveRegister

set clk_period 1.2
set clk_io_pct 0.2

create_clock -name clk0 -period $clk_period [get_ports {CP}]

set non_clock_inputs [all_inputs -no_clocks]
set_input_delay [expr $clk_period * $clk_io_pct] -clock clk0 $non_clock_inputs
set_output_delay [expr $clk_period * $clk_io_pct] -clock clk0 [all_outputs]
==> CHANGELOG.md <==
### Metrics

- Ys flops: 8
- Total congestion overflow: 0
- Yosys cell count: 18
- Die height: approximately 84 um
- Antenna violations before repair: 0
- Final Setup Violations: 0
- Worst-path maximum fanout: 3
- Top flop regs: Q: 8 flops
- Distinct cell type count after synthesis: 3
- Log Warnings: 25
- Htree depth: 1
- Layout cells sized above 1: 0.453
- Slew Limit Headroom: 0.745
- Top cells by area: dfrtp_1, mux4_2, buf_6
- Synth Seq Share: 0.497
- HP Class: in2async
- Total number of vias: roughly 330
- Unrepaired setup endpoints after global routing: no
- Total power: just over 1000 uW
- CTS tree: yes
- Area growth from synthesis to layout: 97.5%
- Startpoint Class: flop
- Commonest cells post-synth: dfrtp_1, mux4_2, buf_6
- Chip area line of the yosys report: roughly 400 um^2
- Number of diodes: 0
- Highest clock rate: around 900 MHz
- Fin crit share: 0.924
- Gr usage total: 0.0389
- Post-synth EDFFs: 0
- Slew @ Worst Pin: 382 ps
- Crit. End Element: flop
- FP Rows: 23
- Post-route minimum period: 1110 ps
- Area leader, netlist: dfrtp_1
- Starting Density: 0.101
- Yosys warns: 1
- Final Hold Fails: 0
- Routed length per placed instance: 12.9 um
- Max_cap viols: 0
- Iteration-0 DRC Markers: 5
- TritonCTS Buffers: 3
- Clock skew: 1.17 ps
- Top reg by flops: Q
- # port buffers: 21
- Clock Tree Root: clkbuf_8
- Synth Instances: 18
- Core area: 3970 um^2
- Worst-path clk slew: 40 ps
- DIE AREA: 7060 um^2
- Design area: roughly 800 um^2
- Largest net degree at the start of global routing: 9
- CP arrival: roughly 1200 ps
- Post-synthesis cell area: around 400 um^2
- Ys async rst share: 1.00
- CTS Buffer Depth: 2
- Clock tree sinks: 8
- Vias in the first global route: 385
- P_leak: between 0.0003 and 0.0004 uW
- IO Count: 22
- Pwr dens: 1300 nW/um^2
- Largest vdd supply drop: between 0.2 and 0.25 mV
- Max-area cell share: 0.497
- Post-Syn Area per Cell: roughly 22 um^2
- Ys flop type: dfrtp_1
- Routed WL: ~1300 um
- Area after DPL: about 700 um^2
- Critical Path RT: between 1000 and 1500 ps
- DRC: 0
- Crit Path Category: reg2reg
- Final RePlAce weighted congestion: approximately 0.70
- Clk Latency, worst-skew pair: roughly 230 ps
- Die span in x: between 80 and 90 um
- Global-route wire length before repair: ~2200 um
- Outcome: finished clean
- Iteration tally of the first detailed-router pass: 3
- Final Max Tran Viols: 0
- Drt via density: 3.19
- Antenna Violating Nets Remaining: 0
- Max FFs per register: 8
[metrics by stage]
stage	worst slack [ps]	hold WS (ps)	setup TNS, ps	util	instances
floorplan	222	-55.6	0	-	18
global placement	-310	531	-2360	0.175	91
detailed placement	-315	548	-2360	0.175	91
CTS	5.03	305	0	0.202	104
global route	62.2	329	0	0.200	103
finish	91.4	301	0	0.200	103
[power breakdown]
group | internal (uW) | switching [uW]
sequential | 329 | 29.2
clock | 217 | 104
combinational | 263 | 93.5
total | 810 | 227
[repair_timing]
action                                  4_1_cts  5_1_grt
pin swaps                                     0        0
hold buffers                                  0        0
endpoints found under the hold margin         0        0
endpoints found under the setup margin       16        3
buffers inserted                             11        0
gates resized                                11        0
[routing by layer]
| layer | up-vias | part of all wire | global-route usage |
|---|---|---|---|
| li1 | 146 | - | - |
| met1 | 164 | 0.42 | 0.0479 |
| met2 | 14 | 0.49 | 0.0627 |
| met3 | 5 | 0.049 | 0.00984 |
| met4 | 0 | 0.048 | 0.0167 |
| met5 | - | 0 | 0 |
[final timing paths]
| path | startpoint | endpoint | slack (ps) | cells after the start |
|---|---|---|---|---|
| worst min register to register | Q[5] | Q[5] | 690 | 2 |
| max in group asynchronous | CR_ | Q[3] | 630 | 1 |
| worst max-delay path | Q[6] | Q[7] | 90 | 2 |
| worst min-delay path | CR_ | Q[4] | 300 | 1 |
| min in group clk0 | S[1] | Q[6] | 580 | 3 |
| worst max register to register | Q[6] | Q[7] | 90 | 2 |
[critical path, stage by stage (launching register included)]
cell and delay (ps):
dfrtp_1 380, buf_4 140, mux4_2 450
[cells in the final DEF (no fill, tap or decap)]
| master | count |
|---|---|
| clkdlybuf4s50_1 | 11 |
| buf_6 | 1 |
| buf_12 | 1 |
| dfrtp_1 | 8 |
| clkbuf_8 | 3 |
| buf_4 | 11 |
| dlygate4sd2_1 | 10 |
| mux4_2 | 8 |
[kinds of logic (layout without fill, tap and decap cells)]
family                 after synthesis  in the layout  synth area share
DFF                                  8              8             0.497
muxes                                8              8             0.447
buffers and inverters                2             37            0.0559
[final cells by class]
class                   count  area, um^2
clock buffers               3        41.3
fillers                   444        3180
multi-input cells           8         180
flip-flops and latches      8         200
well taps                  50        62.6
repair buffers             34         312
Power and IR drop assume default switching activity.
